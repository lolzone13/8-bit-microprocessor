`config.mk`:
```
export PLATFORM = sky130hd
export DESIGN_NAME = program_counter
export DESIGN_NICKNAME = program_counter
export VERILOG_FILES = /design/flow/design.v
export SDC_FILE = /design/flow/constraint.sdc
export NUM_CORES = 4
export LEC_CHECK = 1
export CORE_AREA = 10 10 70 70
export DIE_AREA = 0 0 80 80
```
`constraint.sdc`:
```
current_design program_counter

set clk_period 1.0
set clk_io_pct 0.2

create_clock -name clk0 -period $clk_period [get_ports {clk}]

set non_clock_inputs [all_inputs -no_clocks]
set_input_delay [expr $clk_period * $clk_io_pct] -clock clk0 $non_clock_inputs
set_output_delay [expr $clk_period * $clk_io_pct] -clock clk0 [all_outputs]
```
`design.v`:
```
module program_counter
(
    input clk,
    input pc_enable,
    input rst,
    output reg [3:0] memory_address
);
    parameter MEMORY_ADDRESS_WIDTH = 4;
    always @ (posedge clk)
        begin
            if (pc_enable)
                memory_address <= memory_address + 1;
            if (rst) 
                memory_address <= 0;
        end
endmodule
```
`run.sh`:
```
#!/bin/bash
# OpenROAD 26Q1-2900-gdf79404cd8, Yosys 0.63+post, stock flow scripts
make -C /OpenROAD-flow-scripts/flow DESIGN_CONFIG=/design/flow/config.mk WORK_HOME=/design/flow/orfs finish
```
==> run summary <==
Switch Pwr = 0.124 mW
Non-filler cells, final = 80
Rel. slew slack = 0.892
Critical path class = reg2reg
CP required = 1.13 ns
Pwr dens = 1160 nW/um^2
Clock latency (worst-skew pair) = 0.24 ns
Core Util at FP = 0.0524
Reg2reg setup slack = -0.03 ns
RePlAce Congestion = 0.661
Status = finished, violations left
Worst r2r path cells = 4
CTS sink cnt = 4
Tool Warnings = 27
Inst Count DP = 74
Hold Vio Cnt, Final = 0
Initial DRC Count = 0
Clock tree buffer depth = 2
Num rows = 21
VDD IR max = 0.278 mV
DR pass1 iterations = 1
Slowest stage delay, CP = 0.33 ns
Number of diodes = 0
Leakage = 0.189 nW
Crit. End Element = register
RSZ-0062 raised after global routing = true
Yosys Instances = 16
Layout cells sized above 1 = 0.588
Setup violations, final = 1
Antenna violations before repair = 0
Critical-path top delay cell = dfxtp_2
Unique cell types = 11
Syn. warnings = 1
Setup TNS = -0.0266 ns
Comb pwr share = 0.221
Via density = 2.41
IO Count = 7
Clock network power share = 0.424
First-pass GRT wire length = 931 um
Hold_sp = pc_enable
Routed WL = 599 um
Max FFs per register = 4
Crit path top cell by count = buf_6
Area added between synthesis and finish = 141%
IO Port Bufs = 6
Die H = 80 um
Register share of total power = 0.354
R2r endpoint = memory_address[3]
Failing checks = setup timing
Vias in the first global route = 180
Critical-path maximum fanout = 2
GRT Total Usage = 0.0183
Mapped cell area = 179 sq um
Pin count of the biggest net entering global routing = 5
Final min period = 1.03 ns
R2R Path Start = memory_address[0]
CTS tree = built
TritonCTS Buffers = 3
Biggest regs = memory_address: 4 flops
Period utilization = 1.03
Hold path cells = 3
Met3 Resource Use GR = 0.0148
Skew final = 0.00169 ns
Worst Hold Class = in2reg
DRC Markers = 0
Met1 usage = 0.0260
Max-slew violation count = 0
Arr. time, crit path = 1.15 ns
Die width = 80 um
Grt met2 use = 0.0185
Core area = 3420 sq um
Largest register by flop count = memory_address
Synth Seq Share = 0.448
Crit path cell chain = buf_6 -> buf_6 -> nand4_4 -> mux2_4
Routed WL per cell = 7.49 um
Yosys stat area = 179 sq um
CP top delay family = flip-flops
Worst Hold End = memory_address[3]
Die Size = 6400 sq um
Root buf cell = clkbuf_4
Most numerous logic cells after layout = buf_4 (6), nor2_1 (3), clkbuf_4 (3), dfxtp_2 (3), buf_6 (3)
Buf/Inv on CP = 2
FF+latch count, synth = 4
Final core occ = 0.126
Internal power = 0.377 mW
CP startpoint kind = register
Routed via count = 193
Most numerous logic cell after layout = buf_4
Total power = 0.500 mW
Max Cap Viol = 0
Post-route ant nets = 0
Sw Ratio = 0.248
Cts hold-fix bufs = 0
Worst-margin pin slew = 0.162 ns
GR Overflow Total = 0
Highest achievable clock rate = 0.974 GHz
Syn avg cell area = 11.2 sq um
Clock slew at reported path FFs = 0.04 ns
Final setup margin = -0.0266 ns
Most used routing layer = met1
H-tree depth reported by CTS = 1
Mapped Cells = 16
## cell usage after synthesis
cell type  instances  area [sq um]
a21bo_2            1          10.0
a21oi_1            1          5.00
dfxtp_1            4          80.1
ha_1               1          12.5
mux2_4             1          15.0
mux2i_1            1          10.0
nand3b_1           1          7.51
nand4_2            1          12.5
nor2_1             3          11.3
nor2b_1            1          6.26
xnor2_1            1          8.76
## worst min-delay path, delay by kind of cell
| family | cells | cell delay [ns] |
|---|---|---|
| AND/OR/NAND/NOR | 1 | 0.08 |
| buffers and inverters | 1 | 0.16 |
| multiplexers | 1 | 0.14 |
## power by group through the flow
stage                 clock network [mW]  logic, mW  registers (mW)
final                              0.212      0.111           0.177
after global routing               0.243      0.123           0.178
after CTS                          0.217     0.0917           0.177
## worst max path at each step
stage	startpoint	end	slack (ns)	cells past startpoint
CTS	memory_address[0]	memory_address[3]	-0.01	4
global route	memory_address[0]	memory_address[3]	-0.06	4
finish	memory_address[0]	memory_address[3]	-0.03	4
## per-layer routing
metal | part of all wire | wire length, um | vias to the layer above
li1 | - | - | 92
met1 | 0.47 | 283 | 90
met2 | 0.38 | 225 | 7
met3 | 0.11 | 68 | 4
met4 | 0.037 | 22 | 0
met5 | 0 | 0 | -
## metrics by stage
step / instance area (sq um) / hold slack (ns) / worst slack (ns)
after floorplan: 179 / 0.269 / 0.113
after detailed placement: 342 / 0.613 / -0.238
after global placement: 342 / 0.610 / -0.247
final: 430 / 0.366 / -0.0266
after global routing: 430 / 0.376 / -0.0601
after CTS: 397 / 0.631 / -0.0149
## cell families after synthesis
kind of cell             after synthesis  share of synthesized area
adder cells (fa/ha/maj)                1                     0.0699
AND-OR/OR-AND                          2                     0.0839
AND/OR/NAND/NOR                        6                      0.210
multiplexers                           2                      0.140
XOR/XNOR                               1                     0.0490
flip-flops                             4                      0.448
## area by class of cell
| class | count | area (sq um) |
|---|---|---|
| Fill cell | 399 | 2990 |
| Clock buffer | 3 | 22.5 |
| Multi-Input combinational cell | 12 | 128 |
| Sequential cell | 4 | 83.8 |
| Tap cell | 46 | 57.6 |
| Timing Repair Buffer | 15 | 139 |
## repair_timing
item | CTS | global route
setup buffers | 2 | 1
endpoints found under the setup margin | 7 | 7
resized | 11 | 6
pin swaps | 1 | 1
gates cloned | 0 | 0
No activity file was given, so power comes from the tool's default toggle rates.
